$ cat design/flow/design.v
module HD #(parameter DATA_WIDTH = 32) (
    input                       clk         ,
    input                       rst         ,
    input                       ready       ,
    input                       valid       ,
    input      [DATA_WIDTH-1:0] data_src    ,
    output reg [DATA_WIDTH-1:0] data_dest   ,
    output reg                  ready_output,
    output reg                  valid_output
);
    reg [DATA_WIDTH-1:0] pipe_data        ;
    reg [DATA_WIDTH-1:0] pipe_backup      ;
    reg                  pipe_valid       ;
    reg                  pipe_backup_valid;
    always @(posedge clk) begin
        if(rst)begin
            pipe_valid <= 0;
        end
        else begin
            pipe_valid <= ready_output ? valid : pipe_valid;
        end
    end
    always @(posedge clk) begin
        if(rst)begin
            pipe_data <= 0;
        end
        else begin
            pipe_data <= ready_output ? data_src : pipe_data;
        end
    end
    always @(posedge clk) begin
        if(rst)begin
            pipe_backup <= 0;
        end
        else begin
            pipe_backup <= (ready_output && ~ready) ? pipe_data : pipe_backup;
        end
    end
    always @(posedge clk) begin
        if(rst)begin
            pipe_backup_valid <= 0;
        end
        else begin
            pipe_backup_valid <= ~ready && (ready_output ? pipe_valid : pipe_backup_valid);
        end
    end
    always @(*) begin
        valid_output = pipe_valid || pipe_backup_valid;
    end
    always @(*) begin
        ready_output = ~pipe_backup_valid;
    end
    always @(*) begin
        data_dest = (pipe_backup_valid ? pipe_backup : pipe_data) ;
    end
endmodule
$ cat design/flow/run.sh
#!/bin/bash
# OpenROAD 26Q1-2900-gdf79404cd8, Yosys 0.63+post, stock flow scripts
make -C /OpenROAD-flow-scripts/flow DESIGN_CONFIG=/design/flow/config.mk WORK_HOME=/design/flow/orfs finish
$ cat design/flow/config.mk
export PLATFORM = sky130hd
export DESIGN_NAME = HD
export DESIGN_NICKNAME = HD
export VERILOG_FILES = /design/flow/design.v
export SDC_FILE = /design/flow/constraint.sdc
export NUM_CORES = 4
export LEC_CHECK = 1
export CORE_UTILIZATION = 30
$ cat design/flow/constraint.sdc
current_design HD

set clk_period 4.8
set clk_io_pct 0.2

create_clock -name clk0 -period $clk_period [get_ports {clk}]

set non_clock_inputs [all_inputs -no_clocks]
set_input_delay [expr $clk_period * $clk_io_pct] -clock clk0 $non_clock_inputs
set_output_delay [expr $clk_period * $clk_io_pct] -clock clk0 [all_outputs]
==> Slide: Implementation Results <==
Synthesis and Place & Route Summary

Pwr
  – Final Power: 1.15 mW
  – Worst vdd ir: 0.120 mV
  – Pleak: 1.33 nW
  – Pwr per Cell Area: 302 mW/mm^2

Placement
  – Final HPWL DP: 3.36 mm
  – Post-DP Area: 0.00363 sq mm
  – I/O Buffers: 69
  – RePlAce Congestion: 0.732

Setup path
  – Worst path required time: 3840 ps
  – CP Cell Sequence: buf_12, mux2_2, clkdlybuf4s50_1
  – Element type at the critical path end: output pin
  – Delay-heaviest family, CP: buffers and inverters
  – CP max-delay cell: dfxtp_4
  – Worst EP arrival: 2310 ps
  – Crit Path Category: flip-flop to output pin
  – Buffers & Inverters on Critical Path: 2
  – CP max stage delay: 730 ps
  – Worst Path Max Fanout: 78
  – Setup crit start kind: flip-flop

Floorplanning
  – Die W: 101 microns
  – Die ar.: 0.0102 sq mm
  – Initial Utilization: 31.5%
  – Top Ports: 70
  – Die Height: 101 microns
  – Std cell rows: 35
  – Core area: 0.00937 sq mm

CTS
  – CTS tree: yes
  – Cts repair resizes: 0
  – Clock transition at path regs: 70 ps
  – # clock sinks: 66
  – CTS HTree Levels: 3
  – Cts bufs inserted: 9
  – CTS max path bufs: 2
  – CTS Root Cell: clkbuf_8
  – Hold-fix buffers at CTS: 0
  – Postcts setup bufs: 0
  – Clock latency (worst-skew pair): 330 ps

GRT
  – First-pass GRT wire length: 9.33 mm
  – Largest net degree at the start of global routing: 79
  – Total track usage: 11.5%
  – Initial antenna violation count: 0
  – Most Crowded Layer GR: met2
  – Gr ovfl total: 0
  – GRT met2 Usage: 17.5%
  – Met1 global-route usage: 16.8%
  – Met3 Usage GRT: 3.39%
  – Vias in the first global route: 2026

Final timing
  – Tightest Pin Transition: 686 ps
  – Rel. slew slack: 54.3%
  – Crit share post-route: 68.2%
  – Fin Setup TNS: 0 ps
  – Final Hold Fails: 0
  – Period minus WS final: 3270 ps
  – # setup viols final: 0
  – RSZ-0062 raised after global routing: no
  – Final slew viol count: 0
  – Final Skew: 10.1 ps
  – Fmax: 306 MHz

Run status
  – Run status: completed

Cells and area
  – Share of layout cells above drive strength 1: 15.1%
  – Area Overhead vs Synth: 29.2%
  – Fin area: 0.00381 sq mm

Drt
  – Total number of vias: 2171
  – Initial DRC Count: 53
  – Wire per inst: 11.7 microns
  – Total Wirelength: 5.62 mm
  – Final routed DRC violation total: 0
  – Iteration tally of the first detailed-router pass: 4
  – Final ANT Viol Nets: 0
  – Number of antenna diodes: 0
  – Avg Vias per Cell: 4.52

Run
  – Maxcap violations: 0
  – Tool warnings: 25

Synthesis
  – Top FF cell, synth: dfxtp_1
  – Cells after synthesis: 291
  – Synthesized flop and latch total: 66
  – Synth Area per Inst: 10.1 sq um
  – Synth top cell by count: dfxtp_1
  – Mapped Area: 0.00295 sq mm
  – Ys cells: 291
  – Unique cell types: 17
  – Number of flops mapped to enable cells by yosys: 0
  – Sequential cell area fraction in the yosys report: 44.8%
  – Commonest cells post-synth: dfxtp_1, mux2i_1, nor2_1
  – Yosys top cell by area: dfxtp_1
  – Yosys warning total: 1
  – Post-synth ARST share: 0%
  – YS chip area: 0.00295 sq mm
  – Dominant cell area share: 44.8%
  – Top cells by area: dfxtp_1, mux2_2, mux2i_1

Worst hold path
  – Hold WC Path Type: flip-flop to flip-flop
[per-layer routing]
metal	wire, microns	part of all wire (%)	up-vias
met4	104	1.8	0
li1	-	-	1137
met3	319	5.7	10
met1	2860	51	977
met2	2340	42	47
met5	0	0	-
[cells by family (layout without fill, tap and decap cells)]
| kind of cell | count (synthesis) | after routing | synth area share, % |
|---|---|---|---|
| AND-OR/OR-AND | 64 | 64 | 10.9 |
| flip-flops | 66 | 66 | 44.8 |
| multiplexers | 65 | 65 | 23.4 |
| buffers and inverters | 29 | 89 | 6.71 |
| AND/OR/NAND/NOR | 67 | 67 | 14.2 |
[cell usage in the layout, fill, tap and decap left out]
cell | Yosys | routed
a21oi_1 | 32 | 32
buf_12 | 0 | 1
buf_2 | 4 | 2
buf_4 | 4 | 2
clkbuf_1 | 6 | 2
clkbuf_8 | 0 | 11
clkdlybuf4s50_1 | 0 | 67
clkinv_2 | 0 | 3
dfxtp_1 | 66 | 65
dfxtp_4 | 0 | 1
inv_1 | 1 | 1
mux2_2 | 32 | 32
mux2i_1 | 33 | 33
nor2_1 | 33 | 33
nor3b_1 | 1 | 1
o21ai_0 | 23 | 23
o21ai_1 | 9 | 9
or2_2 | 1 | 1
or3b_1 | 32 | 32
[through the flow]
step | hold WS, ps | setup slack, ps | std cells | utilization (%)
detailed placement | 466 | 1900 | 464 | 38.8
floorplan | 450 | 2830 | 291 | -
CTS | 475 | 1510 | 480 | 40.6
global placement | 456 | 1930 | 464 | 38.8
global route | 493 | 1390 | 480 | 40.6
finish | 475 | 1530 | 480 | 40.6
[worst reg2reg max path: stages (launching register included)]
cell and delay [ps]:
dfxtp_4 730, buf_12 370, mux2i_1 320, nor2_1 50
[sequential cells by signal, indices dropped and copies added, names as in the netlist]
signal             cells
pipe_data             32
pipe_valid             1
pipe_backup           32
pipe_backup_valid      1
[area by class of cell]
type | count | area (sq um)
inverter | 1 | 3.75
multi-input combinational | 196 | 1430
fill | 952 | 5560
timing repair buffer | 72 | 716
clock buffer | 13 | 159
clock inverter | 3 | 15.0
sequential | 66 | 1330
tap | 129 | 161
[worst paths after layout]
path         slack (ps)             end         startpoint  cells past startpoint
max                1530   data_dest[24]  pipe_backup_valid                      3
min                 470  pipe_backup[2]     pipe_backup[2]                      2
max reg2reg        3180    pipe_data[0]  pipe_backup_valid                      3
min reg2reg         470  pipe_backup[2]     pipe_backup[2]                      2
[power breakdown]
group	internal (mW)	total [mW]	switching, mW
logic	0.0992	0.148	0.0483
clock network	0.213	0.404	0.191
registers	0.576	0.596	0.0203
total	0.889	1.15	0.260
Power and IR drop assume default switching activity.
