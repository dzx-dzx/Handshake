==> design/flow/design.v <==
module HD_SENDER #(parameter DATA_WIDTH = 32) (
    input                       clk         ,
    input                       rst         ,
    input      [DATA_WIDTH-1:0] data_src    ,
    input                       ready       ,
    input                       valid       ,
    output reg                  valid_output,
    output reg                  ready_output,
    output reg [DATA_WIDTH-1:0] data_dest
);
    always @(posedge clk) begin
        if(rst)begin
            valid_output <= 0;
        end
        else begin
            valid_output <= ready_output ? valid : valid_output;
        end
    end
    always @(posedge clk) begin
        if(rst)begin
            data_dest <= 0;
        end
        else begin
            data_dest <= ready_output ? data_src : data_dest;
        end
    end
    always @(*) begin
        ready_output = ready || ~valid_output;
    end
endmodule
module HD_RECEIVER #(parameter DATA_WIDTH = 32) (
    input                       clk         ,
    input                       rst         ,
    input      [DATA_WIDTH-1:0] data_src    ,
    input                       ready       ,
    input                       valid       ,
    output reg                  valid_output,
    output reg                  ready_output,
    output reg [DATA_WIDTH-1:0] data_dest
);
    reg [DATA_WIDTH-1:0] pipe_backup      ;
    reg                  pipe_backup_valid;
    always @(posedge clk) begin
        if(rst)begin
            pipe_backup <= 0;
        end
        else begin
            pipe_backup <= (ready_output && ~ready) ? data_src : pipe_backup;
        end
    end
    always @(posedge clk) begin
        if(rst)begin
            pipe_backup_valid <= 0;
        end
        else begin
            pipe_backup_valid <= ~ready && (ready_output ? valid : pipe_backup_valid);
        end
    end
    always @(*) begin
        data_dest = (pipe_backup_valid ? pipe_backup : data_src) ;
    end
    always @(*) begin
        valid_output = valid || pipe_backup_valid;
    end
    always @(*) begin
        ready_output = ~pipe_backup_valid;
    end
endmodule
module HD_COMPART #(parameter DATA_WIDTH = 32) (
    input                   clk         ,
    input                   rst         ,
    input                   ready       ,
    input                   valid       ,
    input  [DATA_WIDTH-1:0] data_src    ,
    output [DATA_WIDTH-1:0] data_dest   ,
    output                  ready_output,
    output                  valid_output
);
wire [DATA_WIDTH-1:0] pipe_data        ;
wire                  pipe_valid       ;
wire                  pipe_ready       ;
HD_SENDER #(.DATA_WIDTH(DATA_WIDTH)) hd_sender (
    .clk         (clk         ),
    .rst         (rst         ),
    .data_src    (pipe_data   ),
    .ready       (ready       ),
    .valid       (pipe_valid  ),
    .ready_output(pipe_ready  ),
    .valid_output(valid_output),
    .data_dest   (data_dest   )
);
HD_RECEIVER #(.DATA_WIDTH(DATA_WIDTH)) hd_receiver (
    .clk         (clk         ),
    .rst         (rst         ),
    .data_src    (data_src    ),
    .ready       (pipe_ready  ),
    .valid       (valid       ),
    .ready_output(ready_output),
    .valid_output(pipe_valid  ),
    .data_dest   (pipe_data   )
);
endmodule
==> design/flow/run.sh <==
#!/bin/bash
# OpenROAD 26Q1-2900-gdf79404cd8, Yosys 0.63+post, stock flow scripts
make -C /OpenROAD-flow-scripts/flow DESIGN_CONFIG=/design/flow/config.mk WORK_HOME=/design/flow/orfs finish
==> design/flow/config.mk <==
export PLATFORM = sky130hd
export DESIGN_NAME = HD_COMPART
export DESIGN_NICKNAME = HD_COMPART
export VERILOG_FILES = /design/flow/design.v
export SDC_FILE = /design/flow/constraint.sdc
export NUM_CORES = 4
export LEC_CHECK = 1
export CORE_UTILIZATION = 40
==> design/flow/constraint.sdc <==
current_design HD_COMPART

set clk_period 4.4
set clk_io_pct 0.2

create_clock -name clk0 -period $clk_period [get_ports {clk}]

set non_clock_inputs [all_inputs -no_clocks]
set_input_delay [expr $clk_period * $clk_io_pct] -clock clk0 $non_clock_inputs
set_output_delay [expr $clk_period * $clk_io_pct] -clock clk0 [all_outputs]
==> impl_metrics.prom <==
# HELP chip_impl_metric Physical implementation figures
# TYPE chip_impl_metric gauge
chip_impl_info{name="run_status",value="complete, no violations"} 1
chip_impl_metric{name="syn_area_per_cell",unit="µm²"} 11.1
chip_impl_metric{name="die_height",unit="µm"} 92.1
chip_impl_metric{name="synth.lib_cells_used.distinct",unit=""} 16
chip_impl_metric{name="route.vias.total",unit=""} 2284
chip_impl_metric{name="warnings",unit=""} 25
chip_impl_info{name="end_kind",value="primary output"} 1
chip_impl_metric{name="synthDominantCellAreaShare",unit="%"} 40.6
chip_impl_metric{name="detail-route-antenna-nets",unit=""} 0
chip_impl_metric{name="worst_ir_drop_vdd",unit="mV"} 0.162
chip_impl_info{name="clock_tree.root_cell",value="clkbuf_8"} 1
chip_impl_metric{name="hpwl",unit="µm"} 4040
chip_impl_info{name="layout_top_cells_excl_fill_tap",value="clkdlybuf4s50_1 (68), dfxtp_1 (65), mux2i_1 (64), nand2b_1 (64), nor3b_1 (32)"} 1
chip_impl_metric{name="maximum_single_stage_delay_on_the_critical_path",unit="ns"} 0.59
chip_impl_metric{name="fin_worst_skew",unit="ns"} 0.00578
chip_impl_metric{name="synth_cells",unit=""} 294
chip_impl_info{name="crit_path_start_kind",value="flip-flop"} 1
chip_impl_metric{name="crit_path_max_fanout",unit=""} 13
chip_impl_metric{name="die-width",unit="µm"} 92.1
chip_impl_metric{name="placement_rows",unit=""} 32
chip_impl_metric{name="crit_required",unit="ns"} 3.52
chip_impl_metric{name="clk_path_buf_depth",unit=""} 2
chip_impl_metric{name="worst_r2r_path_depth",unit=""} 4
chip_impl_metric{name="cts.reportedPaths.clkPinSlew",unit="ns"} 0.07
chip_impl_metric{name="die_area",unit="mm²"} 0.00849
chip_impl_metric{name="ys_cells",unit=""} 294
chip_impl_metric{name="drc_errors",unit=""} 0
chip_impl_info{name="critical_path.cell_chain",value="clkdlybuf4s50_1"} 1
chip_impl_metric{name="drt_iter0_drc",unit=""} 72
chip_impl_metric{name="yosys.stat.chipArea",unit="mm²"} 0.00325
chip_impl_metric{name="final-setup-viol-count",unit=""} 0
chip_impl_info{name="hp-start",value="hd_receiver.pipe_backup[19]"} 1
chip_impl_info{name="layout.cells.most_common",value="clkdlybuf4s50_1"} 1
chip_impl_metric{name="power-per-cell-area",unit="mW/mm²"} 358
chip_impl_metric{name="port_buffers",unit=""} 69
chip_impl_info{name="crit-reg2reg-launch",value="hd_sender.valid_output"} 1
chip_impl_metric{name="grt_pass1_vias",unit=""} 2262
chip_impl_metric{name="grt_pass1_wl",unit="µm"} 11200
chip_impl_metric{name="ctsHtreeMaxLevel",unit=""} 3
chip_impl_info{name="timing.critical_path.max_delay_family",value="flip-flops"} 1
chip_impl_metric{name="grt_max_degree",unit=""} 41
chip_impl_metric{name="final_period_utilization",unit="%"} 53.3
chip_impl_info{name="criticalPathCategory",value="flip-flop to primary output"} 1
chip_impl_metric{name="globalplace.congestion",unit=""} 0.722
chip_impl_metric{name="totalPowerFinal",unit="µW"} 1490
chip_impl_metric{name="regToRegSetupSlack",unit="ns"} 2.32
chip_impl_metric{name="finalWirelength",unit="µm"} 6680
chip_impl_info{name="cts_tree",value="done"} 1
chip_impl_metric{name="final.min_clock_period",unit="ns"} 2.35
chip_impl_metric{name="fp-utilization",unit="%"} 41.6
chip_impl_metric{name="globalRouteTotalUtil",unit="%"} 16.8
chip_impl_metric{name="final_layout_size_suffix_gt1_share",unit="%"} 15.4
chip_impl_metric{name="hold_violations",unit=""} 0
chip_impl_info{name="min_path_type",value="flip-flop to flip-flop"} 1
chip_impl_metric{name="worst_endpoint_data_arrival_time",unit="ns"} 1.47
chip_impl_metric{name="detail_route.first_pass.iterations",unit=""} 4
chip_impl_metric{name="floorplan.core_area",unit="mm²"} 0.00781
chip_impl_metric{name="yosysSeqAreaShare",unit="%"} 40.6
chip_impl_metric{name="cts_resized",unit=""} 0
chip_impl_metric{name="number_of_max_cap_violations",unit=""} 0
chip_impl_metric{name="clock_sink_total",unit=""} 66
chip_impl_metric{name="cts_made_buffers",unit=""} 9
chip_impl_metric{name="flow.area_growth_from_synthesis",unit="%"} 27.8
chip_impl_metric{name="yosys_warnings",unit=""} 2
chip_impl_info{name="netlist.top_cell.by_area",value="dfxtp_1"} 1
chip_impl_metric{name="crit_cells",unit=""} 1
chip_impl_metric{name="drt-vias-per-instance",unit=""} 4.99
chip_impl_metric{name="insertedDiodeCount",unit=""} 0
chip_impl_metric{name="worst-path-buf-inv",unit=""} 1
chip_impl_metric{name="total_grt_overflow",unit=""} 0
chip_impl_metric{name="top_level_ports",unit=""} 70
chip_impl_metric{name="ys.flops",unit=""} 66
chip_impl_metric{name="timing.setup.tns",unit="ns"} 0
chip_impl_metric{name="fillerInstances",unit=""} 699
chip_impl_metric{name="routed_wire_length_per_instance",unit="µm"} 14.6
chip_impl_metric{name="netlist_area",unit="mm²"} 0.00325
chip_impl_metric{name="postCtsSetupRepairBufs",unit=""} 0
chip_impl_info{name="critical_path.reg2reg.endpoint",value="hd_sender.data_dest[4]"} 1
chip_impl_info{name="unrepaired_setup_endpoints_after_global_routing",value="no"} 1
chip_impl_metric{name="fmax",unit="GHz"} 0.426
chip_impl_metric{name="cellLeakagePower",unit="µW"} 0.00137
chip_impl_metric{name="clk_latency",unit="ns"} 0.33
chip_impl_metric{name="cts.hold.buffers_added",unit=""} 0
chip_impl_info{name="post_synth_main_area_contributors",value="dfxtp_1 (41%), mux2i_1 (20%), nand2b_1 (13%)"} 1
chip_impl_info{name="cp-endpoint",value="valid_output"} 1
chip_impl_info{name="crit_start",value="hd_sender.valid_output"} 1
chip_impl_info{name="slowest_stage",value="dfxtp_1"} 1
chip_impl_metric{name="antenna_found_initial",unit=""} 0
chip_impl_metric{name="timing.final.max_slew_violations",unit=""} 0
chip_impl_metric{name="worstMarginPinSlew",unit="ns"} 0.757
chip_impl_metric{name="timing.max_slew.rel_slack",unit="%"} 49.5
logic make-up after synthesis:
kind of cell	count (synthesis)	share of synthesized area, %
mux	64	19.7
buf+inv	31	7.08
compound gates	33	11.9
simple gates	100	20.7
flops	66	40.6
per-layer routing:
layer	track usage, %	wire length [µm]	vias up
li1	-	-	1139
met1	27.5	3480	1095
met2	24.7	2900	44
met3	2.28	225	6
met4	2.47	70	0
met5	0	0	-
worst min path at each step:
| stage | to | cells past startpoint |
|---|---|---|
| 4_1_cts | hd_receiver.pipe_backup[31] | 2 |
| 5_1_grt | hd_receiver.pipe_backup[22] | 2 |
| 6_report | hd_receiver.pipe_backup[19] | 2 |
per-stage QoR:
| stage | instance area, µm² | util (%) | setup WS [ns] | hold slack, ns | instances |
|---|---|---|---|---|---|
| finish | 4150 | 53.2 | 2.05 | 0.473 | 458 |
| global route | 4150 | 53.2 | 1.97 | 0.493 | 458 |
| CTS | 4150 | 53.2 | 2.02 | 0.476 | 458 |
| detailed placement | 3900 | 50.0 | 1.76 | 0.463 | 442 |
| global placement | 3900 | 50.0 | 1.80 | 0.458 | 442 |
| floorplan | 3250 | - | 2.73 | 0.448 | 294 |
worst min-delay path, cell delays in order (launching register included):
cell and delay, ns:
dfxtp_1 0.31, nand2b_1 0.06, mux2i_1 0.05
state kept, by name, summed over array words and instances (netlist names):
name                           count
hd_receiver.pipe_backup           32
hd_receiver.pipe_backup_valid      1
hd_sender.data_dest               32
hd_sender.valid_output             1
final cells by class:
cell class                 instances  area, µm²  area share [%]
timing repair buffer              76        738            17.8
clock inverter                     4       97.6            2.35
tap                              102        128            3.07
clock buffer                      12        155            3.74
sequential                        66       1320            31.8
multi-input combinational        197       1710            41.1
inverter                           1       3.75          0.0904
synth_stat cells, drive strengths merged:
| library cell | number |
|---|---|
| dfxtp | 66 |
| nand2b | 65 |
| mux2i | 64 |
| nor3b | 33 |
| a211oi | 32 |
| buf | 19 |
| clkbuf | 11 |
| a21oi | 1 |
| inv | 1 |
| nor2 | 1 |
| nor3 | 1 |
power by group:
group / switching [µW] / internal (µW) / leakage (µW)
clock: 225 / 408 / 0.000123
combinational: 77.8 / 123 / 0.000705
sequential: 20.7 / 633 / 0.000544
No activity file was given, so power comes from the tool's default toggle rates.
